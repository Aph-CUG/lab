==> /design/flow/design.v <==
`timescale 1ns / 1ps
module round(clk,data_in,key_in,data_out);
input clk;
input [127:0]data_in,key_in;
output [127:0] data_out;
wire [127:0]sub_data_out,shift_data_out,mix_data_out; 
subbytes a1(clk,data_in,sub_data_out);
shiftrows a2(clk,sub_data_out,shift_data_out);
mixcolumn a3(clk,shift_data_out,mix_data_out);
assign data_out=mix_data_out^key_in;
endmodule
`timescale 1ns / 1ps
module sbox(data,dout);
	 input [7:0] data;
	 output reg [7:0] dout;
	 always@(data)
	 begin
	 case (data)           
        8'h00:dout <=8'h52;
	    8'h01:dout <=8'h09;
	    8'h02:dout <=8'h6a;
		8'h03:dout <=8'hd5;
		8'h04:dout <=8'h30;
		8'h05:dout <=8'h36;
		8'h06:dout <=8'ha5;
        8'h07:dout <=8'h38;
        8'h08:dout <=8'hbf;
        8'h09:dout <=8'h40;
        8'h0a:dout <=8'ha3;
        8'h0b:dout <=8'h9e;
        8'h0c:dout <=8'h81;
        8'h0d:dout <=8'hf3;
        8'h0e:dout <=8'hd7;
        8'h0f:dout <=8'hfb;
        8'h10:dout <=8'h7c;
        8'h11:dout <=8'he3;
        8'h12:dout <=8'h39;
        8'h13:dout <=8'h82;
        8'h14:dout <=8'h9b;
        8'h15:dout <=8'h2f;
        8'h16:dout <=8'hff;
        8'h17:dout <=8'h87;
        8'h18:dout <=8'h34;
        8'h19:dout <=8'h8e;
        8'h1a:dout <=8'h43;
        8'h1b:dout <=8'h44;
        8'h1c:dout <=8'hc4;
        8'h1d:dout <=8'hde;
        8'h1e:dout <=8'he9;
        8'h1f:dout <=8'hcb;
      8'h20:dout <=8'h54;
      8'h21:dout <=8'h7b;
      8'h22:dout <=8'h94;
      8'h23:dout <=8'h32;
      8'h24:dout <=8'ha6;
      8'h25:dout <=8'hc2;
      8'h26:dout <=8'h23;
      8'h27:dout <=8'h3d;
      8'h28:dout <=8'hee;
      8'h29:dout <=8'h4c;
      8'h2a:dout <=8'h95;
      8'h2b:dout <=8'h0b;
      8'h2c:dout <=8'h42;
      8'h2d:dout <=8'hfa;
      8'h2e:dout <=8'hc3;
      8'h2f:dout <=8'h4e;
      8'h30:dout <=8'h08;
      8'h31:dout <=8'h2e;
      8'h32:dout <=8'ha1;
      8'h33:dout <=8'h66;
      8'h34:dout <=8'h28;
      8'h35:dout <=8'hd9;
      8'h36:dout <=8'h24;
      8'h37:dout <=8'hb2;
      8'h38:dout <=8'h76;
      8'h39:dout <=8'h5b;
      8'h3a:dout <=8'ha2;
      8'h3b:dout <=8'h49;
      8'h3c:dout <=8'h6d;
      8'h3d:dout <=8'h8b;
      8'h3e:dout <=8'hd1;
      8'h3f:dout <=8'h25;
      8'h40:dout <=8'h72;
      8'h41:dout <=8'hf8;
      8'h42:dout <=8'hf6;
      8'h43:dout <=8'h64;
      8'h44:dout <=8'h86;
      8'h45:dout <=8'h68;
      8'h46:dout <=8'h98;
      8'h47:dout <=8'h16;
      8'h48:dout <=8'hd4;
      8'h49:dout <=8'ha4;
      8'h4a:dout <=8'h5c;
      8'h4b:dout <=8'hcc;
      8'h4c:dout <=8'h5d;
      8'h4d:dout <=8'h65;
      8'h4e:dout <=8'hb6;
      8'h4f:dout <=8'h92;
      8'h50:dout <=8'h6c;
      8'h51:dout <=8'h70;
      8'h52:dout <=8'h48;
      8'h53:dout <=8'h50;
      8'h54:dout <=8'hfd;
      8'h55:dout <=8'hed;
      8'h56:dout <=8'hb9;
      8'h57:dout <=8'hda;
      8'h58:dout <=8'h5e;
      8'h59:dout <=8'h15;
      8'h5a:dout <=8'h46;
      8'h5b:dout <=8'h57;
      8'h5c:dout <=8'ha7;
      8'h5d:dout <=8'h8d;
      8'h5e:dout <=8'h9d;
      8'h5f:dout <=8'h84;
      8'h60:dout <=8'h90;
      8'h61:dout <=8'hd8;
      8'h62:dout <=8'hab;
      8'h63:dout <=8'h00;
      8'h64:dout <=8'h8c;
      8'h65:dout <=8'hbc;
      8'h66:dout <=8'hd3;
      8'h67:dout <=8'h0a;
      8'h68:dout <=8'hf7;
      8'h69:dout <=8'he4;
      8'h6a:dout <=8'h58;
      8'h6b:dout <=8'h05;
      8'h6c:dout <=8'hb8;
      8'h6d:dout <=8'hb3;
      8'h6e:dout <=8'h45;
      8'h6f:dout <=8'h06;
      8'h70:dout <=8'hd0;
      8'h71:dout <=8'h2c;
      8'h72:dout <=8'h1e;
      8'h73:dout <=8'h8f;
      8'h74:dout <=8'hca;
      8'h75:dout <=8'h3f;
      8'h76:dout <=8'h0f;
      8'h77:dout <=8'h02;
      8'h78:dout <=8'hc1;
      8'h79:dout <=8'haf;
      8'h7a:dout <=8'hbd;
      8'h7b:dout <=8'h03;
      8'h7c:dout <=8'h01;
      8'h7d:dout <=8'h13;
      8'h7e:dout <=8'h8a;
      8'h7f:dout <=8'h6b;
      8'h80:dout <=8'h3a;
      8'h81:dout <=8'h91;
      8'h82:dout <=8'h11;
      8'h83:dout <=8'h41;
      8'h84:dout <=8'h4f;
      8'h85:dout <=8'h67;
      8'h86:dout <=8'hdc;
      8'h87:dout <=8'hea;
      8'h88:dout <=8'h97;
      8'h89:dout <=8'hf2;
      8'h8a:dout <=8'hcf;
      8'h8b:dout <=8'hce;
      8'h8c:dout <=8'hf0;
      8'h8d:dout <=8'hb4;
      8'h8e:dout <=8'he6;
      8'h8f:dout <=8'h73;
      8'h90:dout <=8'h96;
      8'h91:dout <=8'hac;
      8'h92:dout <=8'h74;
      8'h93:dout <=8'h22;
      8'h94:dout <=8'he7;
      8'h95:dout <=8'had;
      8'h96:dout <=8'h35;
      8'h97:dout <=8'h85;
      8'h98:dout <=8'he2;
      8'h99:dout <=8'hf9;
      8'h9a:dout <=8'h37;
      8'h9b:dout <=8'he8;
      8'h9c:dout <=8'h1c;
      8'h9d:dout <=8'h75;
      8'h9e:dout <=8'hdf;
      8'h9f:dout <=8'h6e;
      8'ha0:dout <=8'h47;
      8'ha1:dout <=8'hf1;
      8'ha2:dout <=8'h1a;
      8'ha3:dout <=8'h71;
      8'ha4:dout <=8'h1d;
      8'ha5:dout <=8'h29;
      8'ha6:dout <=8'hc5;
      8'ha7:dout <=8'h89;
      8'ha8:dout <=8'h6f;
      8'ha9:dout <=8'hb7;
      8'haa:dout <=8'h62;
      8'hab:dout <=8'h0e;
      8'hac:dout <=8'haa;
      8'had:dout <=8'h18;
      8'hae:dout <=8'hbe;
      8'haf:dout <=8'h1b;
      8'hb0:dout <=8'hfc;
      8'hb1:dout <=8'h56;
      8'hb2:dout <=8'h3e;
      8'hb3:dout <=8'h4b;
      8'hb4:dout <=8'hc6;
      8'hb5:dout <=8'hd2;
      8'hb6:dout <=8'h79;
      8'hb7:dout <=8'h20;
      8'hb8:dout <=8'h9a;
      8'hb9:dout <=8'hdb;
      8'hba:dout <=8'hc0;
      8'hbb:dout <=8'hfe;
      8'hbc:dout <=8'h78;
      8'hbd:dout <=8'hcd;
      8'hbe:dout <=8'h5a;
      8'hbf:dout <=8'hf4;
      8'hc0:dout <=8'h1f;
      8'hc1:dout <=8'hdd;
      8'hc2:dout <=8'ha8;
      8'hc3:dout <=8'h33;
      8'hc4:dout <=8'h88;
      8'hc5:dout <=8'h07;
      8'hc6:dout <=8'hc7;
      8'hc7:dout <=8'h31;
      8'hc8:dout <=8'hb1;
      8'hc9:dout <=8'h12;
      8'hca:dout <=8'h10;
      8'hcb:dout <=8'h59;
      8'hcc:dout <=8'h27;
      8'hcd:dout <=8'h80;
      8'hce:dout <=8'hec;
      8'hcf:dout <=8'h5f;
      8'hd0:dout <=8'h60;
      8'hd1:dout <=8'h51;
      8'hd2:dout <=8'h7f;
      8'hd3:dout <=8'ha9;
      8'hd4:dout <=8'h19;
      8'hd5:dout <=8'hb5;
      8'hd6:dout <=8'h4a;
      8'hd7:dout <=8'h0d;
      8'hd8:dout <=8'h2d;
      8'hd9:dout <=8'he5;
      8'hda:dout <=8'h7a;
      8'hdb:dout <=8'h9f;
      8'hdc:dout <=8'h93;
      8'hdd:dout <=8'hc9;
      8'hde:dout <=8'h9c;
      8'hdf:dout <=8'hef;
      8'he0:dout <=8'ha0;
      8'he1:dout <=8'he0;
      8'he2:dout <=8'h3b;
      8'he3:dout <=8'h4d;
      8'he4:dout <=8'hae;
      8'he5:dout <=8'h2a;
      8'he6:dout <=8'hf5;
      8'he7:dout <=8'hb0;
      8'he8:dout <=8'hc8;
      8'he9:dout <=8'heb;
      8'hea:dout <=8'hbb;
      8'heb:dout <=8'h3c;
      8'hec:dout <=8'h83;
      8'hed:dout <=8'h53;
      8'hee:dout <=8'h99;
      8'hef:dout <=8'h61;
      8'hf0:dout <=8'h17;
      8'hf1:dout <=8'h2b;
      8'hf2:dout <=8'h04;
      8'hf3:dout <=8'h7e;
      8'hf4:dout <=8'hba;
      8'hf5:dout <=8'h77;
      8'hf6:dout <=8'hd6;
      8'hf7:dout <=8'h26;
      8'hf8:dout <=8'he1;
      8'hf9:dout <=8'h69;
      8'hfa:dout <=8'h14;
      8'hfb:dout <=8'h63;
      8'hfc:dout <=8'h55;
      8'hfd:dout <=8'h21;
      8'hfe:dout <=8'h0c;
      8'hff:dout <=8'h7d;
       default            : dout <= 8'h00;
endcase
end
endmodule
`timescale 1ns / 1ps
module mixcolumn(clk,data_in,data_out);
input clk;
input [127:0] data_in;
output  [127:0] data_out;
wire  [31:0] n1,n2,n3,n4;
wire  [31:0] n_tmp_out1, n_tmp_out2, n_tmp_out3, n_tmp_out4;
assign n1=data_in[127:96];
assign n2=data_in[95:64];
assign n3=data_in[63:32];
assign n4=data_in[31:0];
mul_32 m1 (clk,n1,n_tmp_out1);
mul_32 m2 (clk,n2,n_tmp_out2);
mul_32 m3 (clk,n3,n_tmp_out3);
mul_32 m4 (clk,n4,n_tmp_out4);
assign data_out={n_tmp_out1,n_tmp_out2,n_tmp_out3,n_tmp_out4};
endmodule
module mul_2(clk,data_in,data_out);
input[7:0] data_in;
input clk;
output reg [7:0]data_out;
always@(posedge clk)
data_out<={data_in[6:0],1'b0} ^ (8'h1b & {8{data_in[7]}});
endmodule
module mul_3(clk,data_in,data_out);
input clk;
input [7:0]data_in;
output  [7:0] data_out;
wire [7:0]tmp_out;
mul_2  m1(clk,data_in,tmp_out);
assign  data_out=tmp_out^data_in;
endmodule
module mul_32(clk,m_data_in,m_data_out);
input clk;
input [31:0]m_data_in;
output [31:0] m_data_out;
wire [7:0] tmp1,tmp2,tmp3,tmp4;
wire [7:0] ma0,ma1,ma2,ma3;
wire [7:0] m2_tmp_out1,m2_tmp_out2,m2_tmp_out3,m2_tmp_out4;
wire [7:0] m3_tmp_out1,m3_tmp_out2,m3_tmp_out3,m3_tmp_out4;
assign tmp1=m_data_in[31:24];
assign tmp2=m_data_in[23:16];
assign tmp3=m_data_in[15:8];
assign tmp4=m_data_in[7:0];
mul_2 m1 (clk,tmp1,m2_tmp_out1);
mul_2 m2 (clk,tmp2,m2_tmp_out2);
mul_2 m3 (clk,tmp3,m2_tmp_out3);
mul_2 m4 (clk,tmp4,m2_tmp_out4);
mul_3 m5( clk,tmp1,m3_tmp_out1);
mul_3 m6( clk,tmp2,m3_tmp_out2);
mul_3 m7( clk,tmp3,m3_tmp_out3);
mul_3 m8( clk,tmp4,m3_tmp_out4);
assign ma0 = m2_tmp_out1 ^m3_tmp_out2^tmp3^tmp4;
assign ma1 = tmp1 ^m2_tmp_out2 ^m3_tmp_out3 ^ tmp4;
assign ma2 = tmp1^tmp2 ^ m2_tmp_out3 ^m3_tmp_out4;
assign ma3 = m3_tmp_out1 ^tmp2^tmp3^m2_tmp_out4;
assign m_data_out = {ma0,ma1,ma2,ma3};
endmodule
`timescale 1ns / 1ps
module shiftrows(clk,data_in,data_out
    );
	 input clk;
	 input [127:0]data_in;
	 output reg [127:0]data_out=128'b0;
	 always@(posedge clk)
	 begin
	 data_out[127:120]<=data_in[95:88];
	 data_out[119:112]<=data_in[55:48];
	 data_out[111:104]<=data_in[15:8];
	 data_out[103:96]<= data_in[103:96];
	 data_out[95:88]<=data_in[63:56];
	 data_out[87:80]<=data_in[23:16];
	 data_out[79:72]<=data_in[111:104];
	 data_out[71:64]<=data_in[71:64];
	 data_out[63:56]<=data_in[31:24];
	 data_out[55:48]<=data_in[119:112];
	 data_out[47:40]<=data_in[79:72];
	 data_out[39:32]<=data_in[39:32];
	 data_out[31:24]<=data_in[127:120];
	 data_out[23:16]<=data_in[87:80];
	 data_out[15:8]<= data_in[47:40];
	 data_out[7:0]<=data_in[7:0];
	 end
endmodule
`timescale 1ns / 1ps
module subbytes(clk,data,s_data_out);
	 input clk;
	 input [127:0]data;
	 output  reg [127:0]s_data_out;
	wire [127:0] tmp_out;
	  sbox q0(data[127:120],tmp_out[127:120] );
     sbox q1( data[119:112],tmp_out[119:112] );
     sbox q2( data[111:104],tmp_out[111:104] );
     sbox q3( data[103:96],tmp_out[103:96] );
     sbox q4( data[95:88],tmp_out[95:88] );
     sbox q5( data[87:80],tmp_out[87:80] );
     sbox q6( data[79:72],tmp_out[79:72] );
     sbox q7( data[71:64],tmp_out[71:64] );
     sbox q8( data[63:56],tmp_out[63:56] );
     sbox q9( data[55:48],tmp_out[55:48] );
     sbox q10(data[47:40],tmp_out[47:40] );
     sbox q11(data[39:32],tmp_out[39:32] );
     sbox q12(data[31:24],tmp_out[31:24] );
     sbox q13(data[23:16],tmp_out[23:16] );
     sbox q14(data[15:8],tmp_out[15:8] );
     sbox q15(data[7:0],tmp_out[7:0] );
	always@(posedge clk)
	begin
	 s_data_out<=tmp_out;
	end
endmodule
==> /design/flow/run.sh <==
#!/bin/bash
# OpenROAD 26Q1-2900-gdf79404cd8, Yosys 0.63+post, stock flow scripts
make -C /OpenROAD-flow-scripts/flow DESIGN_CONFIG=/design/flow/config.mk WORK_HOME=/design/flow/orfs finish
==> /design/flow/config.mk <==
export PLATFORM = sky130hd
export DESIGN_NAME = round
export DESIGN_NICKNAME = round
export VERILOG_FILES = /design/flow/design.v
export SDC_FILE = /design/flow/constraint.sdc
export NUM_CORES = 4
export LEC_CHECK = 1
export CORE_UTILIZATION = 50
export SYNTH_MEMORY_MAX_BITS = 65536
==> /design/flow/constraint.sdc <==
current_design round

set clk_period 4.5
set clk_io_pct 0.2

create_clock -name clk0 -period $clk_period [get_ports {clk}]

set non_clock_inputs [all_inputs -no_clocks]
set_input_delay [expr $clk_period * $clk_io_pct] -clock clk0 $non_clock_inputs
set_output_delay [expr $clk_period * $clk_io_pct] -clock clk0 [all_outputs]
==> impl_metrics.sql <==
-- physical implementation figures
INSERT INTO impl_metrics (metric_group, metric, value, unit) VALUES
('routing', 'detail_route.first_pass.iterations', '10', ''),
('die', 'die_area', '0.133', 'sq mm'),
('synthesis', 'yosysUniqueCellTypes', '84', ''),
('run_status', 'outcome', 'complete, no violations', ''),
('routing', 'route.antenna.remaining_nets', '0', ''),
('placement', 'place.port_buffers', '384', ''),
('synthesis', 'ys_seq_share', '11.7', '%'),
('power', 'total_power', '20.5', 'mW'),
('sta', 'setup_violations', '0', ''),
('grt', 'grt_overflow', '0', ''),
('synthesis', 'gate_count_post_synth', '9372', ''),
('final_layout', 'logic_area', '0.0531', 'sq mm'),
('die', 'die_width', '365', 'microns'),
('clocking', 'cts_buffers', '48', ''),
('placement', 'placed_cells_incl_taps', '10800', ''),
('sta', 'whs', '0.261', 'ns'),
('sta', 'max_freq', '274', 'MHz'),
('sta', 'timing.final.hold_violations', '0', ''),
('routing', 'via_count', '80700', ''),
('final_layout', 'layout_top_cells', '802 x o21ai_0, 790 x a21oi_1, 728 x nand2_1', ''),
('placement', 'gp_routability_congestion', '1.14', ''),
('synthesis', 'synth_stat.cells', '9372', ''),
('grt', 'grt_pass1_wl', '468', 'mm'),
('worst_hold_path', 'hold_path_startpoint', 'a1.s_data_out[125]', ''),
('worst_setup_path', 'critPathMaxFanout', '6', ''),
('clocking', 'clkTransAtPathRegs', '0.21', 'ns'),
('power', 'p_leak', '26.0', 'nW'),
('routing', 'drc', '0', ''),
('clocking', 'cts_setup_buffers', '0', ''),
('die', 'core_area', '0.130', 'sq mm'),
('run', 'warnings', '295', ''),
('final_layout', 'post_route_cells_drive_above_1_share', '9.46', '%'),
('die', 'top_level_ports', '385', ''),
('worst_setup_path', 'worst-r2r-setup-slack', '3.26', 'ns'),
('worst_setup_path', 'r2r-start', 'a2.data_out[95]', ''),
('synthesis', 'leading_register_cell_type_out_of_synthesis', 'dfxtp_1', ''),
('die', 'placement_rows', '132', ''),
('grt', 'gr-usage-all-layers', '46.3', '%'),
('synthesis', 'synthesis.area_per_instance', '7.01', 'sq um'),
('die', 'core_util_at_fp', '50.6', '%'),
('worst_hold_path', 'worst_hold_path.num_cells', '0', ''),
('routing', 'initialDrtViolationCount', '16200', ''),
('final_layout', 'layout-area-overhead-vs-synth', '8.80', '%'),
('sta', 'max-slew-margin-rel', '12.0', '%'),
('sta', 'final-max-slew-violation-count', '0', ''),
('sta', 'fin_crit_sh', '81.2', '%'),
('routing', 'via_per_inst', '7.43', ''),
('sta', 'rsz0062_at_grt', 'false', ''),
('worst_setup_path', 'crit_type', 'reg2out', ''),
('power', 'power_density', '286', 'mW/mm^2'),
('power', 'vdd_drop_max', '0.000363', 'V'),
('clocking', 'worst_skew_pair.late_latency', '0.69', 'ns'),
('synthesis', 'flip_flops_with_a_built_in_enable', '0', ''),
('worst_setup_path', 'worstRegToRegCells', '1', ''),
('sta', 'timing.final.crit_period', '3.66', 'ns'),
('worst_hold_path', 'worst_hold_path_type', 'reg2reg', ''),
('clocking', 'postCtsHoldBufs', '0', ''),
('clocking', 'cts.root.buffer_cell', 'clkbuf_16', ''),
('clocking', 'number_of_levels_the_h_tree_was_split_into', '2', ''),
('synthesis', 'synthesis.yosys.warnings', '4', ''),
('clocking', 'clock_sink_count', '384', ''),
('clocking', 'cts.repair.resized', '0', ''),
('grt', 'first_global_vias', '73200', ''),
('final_layout', 'mostFrequentLayoutCell', 'o21ai_0', ''),
('synthesis', 'synth_area', '0.0657', 'sq mm'),
('sta', 'tightest_slew', '1.29', 'ns'),
('final_layout', 'finalNonFillerCells', '10900', ''),
('clocking', 'max-clock-path-buffers', '3', ''),
('grt', 'number_of_antenna_violations_at_the_first_check_in_global_routing', '25', ''),
('grt', 'pin_count_of_the_biggest_net_entering_global_routing', '141', ''),
('worst_hold_path', 'holdPathEnd', 'a2.data_out[29]', '');
==> power by group <==
group	internal [mW]	switching, mW	total (mW)
logic	5.47	5.98	11.5
registers	4.00	0.754	4.76
clock network	2.32	1.93	4.25
==> synth_stat cells (all sizes together) (134+ instances only) <==
library cell | n | area [sq um]
nor2 | 624 | 2350
xor2 | 134 | 1170
a21oi | 790 | 3950
nand2b | 301 | 1880
o211ai | 225 | 1690
clkbuf | 735 | 2760
mux4 | 182 | 4100
a31oi | 222 | 1390
nor3 | 295 | 1480
nand3 | 272 | 1360
a211oi | 218 | 1640
nand2 | 728 | 2730
dfxtp | 384 | 7690
ha | 312 | 3900
a311oi | 167 | 1460
o21ai | 802 | 4010
xnor2 | 454 | 3980
buf | 350 | 1600
nor2b | 266 | 1660
inv | 136 | 510
==> cell families after synthesis <==
kind of cell             Yosys count  synth area share [%]
AND-OR/OR-AND                   3584                  36.6
buffers and inverters           1250                  7.58
XOR/XNOR                         588                  7.84
AND/OR/NAND/NOR                 2935                  22.0
multiplexers                     318                  8.38
flip-flops                       384                  11.7
adder cells (fa/ha/maj)          313                  5.96
==> sequential cells by signal, summed over array words and instances, names as in the netlist <==
register,flops
a3.m3.m7.m1.data_out,8
a3.m3.m6.m1.data_out,8
a3.m4.m8.m1.data_out,8
a3.m2.m6.m1.data_out,8
a3.m4.m7.m1.data_out,8
a3.m4.m6.m1.data_out,8
a3.m1.m5.m1.data_out,8
a3.m1.m6.m1.data_out,8
a3.m2.m1.data_out,8
a3.m4.m1.data_out,8
a3.m2.m8.m1.data_out,8
a3.m3.m1.data_out,8
a3.m1.m8.m1.data_out,8
a2.data_out,128
a3.m1.m7.m1.data_out,8
a1.s_data_out,128
a3.m2.m7.m1.data_out,8
a3.m3.m8.m1.data_out,8
==> how the worst max path moves through the flow <==
stage / to / from / slack, ns / cells after the start
4_1_cts: data_out[119] / a2.data_out[127] / 0.77 / 4
5_1_grt: data_out[79] / a2.data_out[95] / 0.77 / 4
6_report: data_out[79] / a2.data_out[95] / 0.84 / 4
==> metrics by stage <==
stage	util (%)	instance area [sq um]	worst slack, ns
6_report	55.0	71500	0.844
5_1_grt	55.0	71500	0.768
3_5_place_dp	53.7	69800	0.485
2_1_floorplan	-	65700	0.901
4_1_cts	55.0	71500	0.767
3_3_place_gp	53.7	69800	0.331
==> layout make-up <==
type / instances / area share, %
Timing Repair Buffer: 731 / 8.80
Multi-Input combinational cell: 7738 / 74.2
Tap cell: 1742 / 3.05
Clock inverter: 32 / 0.525
Sequential cell: 384 / 10.8
Antenna cell: 10 / 0.0350
Inverter: 164 / 0.861
Clock buffer: 57 / 1.78
==> metal layers <==
metal | vias up | GRT usage, % | share of wire [%]
li1 | 34600 | - | -
met1 | 36700 | 61.5 | 36
met2 | 7636 | 65.1 | 41
met3 | 1807 | 19.5 | 16
met4 | 42 | 22.1 | 7.0
met5 | - | 1.56 | 0.29
==> worst max-delay path, cell delays in order, from the launching register on <==
cell and delay [ns]:
dfxtp_1 0.88, xor2_1 0.17, xnor2_1 0.32, xnor2_1 0.19
clkdlybuf4s50_1 0.50
Power and IR drop assume default switching activity.
