==> /design/flow/design.v <==
`timescale 1ns / 1ps
module last_round(clk,data_in,key_in,data_out_last);
input clk;
input [127:0]data_in;
input [127:0]key_in;
output [127:0] data_out_last;
wire [127:0] sub_data_out,shift_data_out;
subbytes s1(clk,data_in,sub_data_out);
shiftrows s2(clk,sub_data_out,shift_data_out);
assign data_out_last=shift_data_out^key_in;
endmodule
`timescale 1ns / 1ps
module sbox(data,dout);
	 input [7:0] data;
	 output reg [7:0] dout;
	 always@(data)
	 begin
	 case (data)           
        8'h00:dout <=8'h52;
	    8'h01:dout <=8'h09;
	    8'h02:dout <=8'h6a;
		8'h03:dout <=8'hd5;
		8'h04:dout <=8'h30;
		8'h05:dout <=8'h36;
		8'h06:dout <=8'ha5;
        8'h07:dout <=8'h38;
        8'h08:dout <=8'hbf;
        8'h09:dout <=8'h40;
        8'h0a:dout <=8'ha3;
        8'h0b:dout <=8'h9e;
        8'h0c:dout <=8'h81;
        8'h0d:dout <=8'hf3;
        8'h0e:dout <=8'hd7;
        8'h0f:dout <=8'hfb;
        8'h10:dout <=8'h7c;
        8'h11:dout <=8'he3;
        8'h12:dout <=8'h39;
        8'h13:dout <=8'h82;
        8'h14:dout <=8'h9b;
        8'h15:dout <=8'h2f;
        8'h16:dout <=8'hff;
        8'h17:dout <=8'h87;
        8'h18:dout <=8'h34;
        8'h19:dout <=8'h8e;
        8'h1a:dout <=8'h43;
        8'h1b:dout <=8'h44;
        8'h1c:dout <=8'hc4;
        8'h1d:dout <=8'hde;
        8'h1e:dout <=8'he9;
        8'h1f:dout <=8'hcb;
      8'h20:dout <=8'h54;
      8'h21:dout <=8'h7b;
      8'h22:dout <=8'h94;
      8'h23:dout <=8'h32;
      8'h24:dout <=8'ha6;
      8'h25:dout <=8'hc2;
      8'h26:dout <=8'h23;
      8'h27:dout <=8'h3d;
      8'h28:dout <=8'hee;
      8'h29:dout <=8'h4c;
      8'h2a:dout <=8'h95;
      8'h2b:dout <=8'h0b;
      8'h2c:dout <=8'h42;
      8'h2d:dout <=8'hfa;
      8'h2e:dout <=8'hc3;
      8'h2f:dout <=8'h4e;
      8'h30:dout <=8'h08;
      8'h31:dout <=8'h2e;
      8'h32:dout <=8'ha1;
      8'h33:dout <=8'h66;
      8'h34:dout <=8'h28;
      8'h35:dout <=8'hd9;
      8'h36:dout <=8'h24;
      8'h37:dout <=8'hb2;
      8'h38:dout <=8'h76;
      8'h39:dout <=8'h5b;
      8'h3a:dout <=8'ha2;
      8'h3b:dout <=8'h49;
      8'h3c:dout <=8'h6d;
      8'h3d:dout <=8'h8b;
      8'h3e:dout <=8'hd1;
      8'h3f:dout <=8'h25;
      8'h40:dout <=8'h72;
      8'h41:dout <=8'hf8;
      8'h42:dout <=8'hf6;
      8'h43:dout <=8'h64;
      8'h44:dout <=8'h86;
      8'h45:dout <=8'h68;
      8'h46:dout <=8'h98;
      8'h47:dout <=8'h16;
      8'h48:dout <=8'hd4;
      8'h49:dout <=8'ha4;
      8'h4a:dout <=8'h5c;
      8'h4b:dout <=8'hcc;
      8'h4c:dout <=8'h5d;
      8'h4d:dout <=8'h65;
      8'h4e:dout <=8'hb6;
      8'h4f:dout <=8'h92;
      8'h50:dout <=8'h6c;
      8'h51:dout <=8'h70;
      8'h52:dout <=8'h48;
      8'h53:dout <=8'h50;
      8'h54:dout <=8'hfd;
      8'h55:dout <=8'hed;
      8'h56:dout <=8'hb9;
      8'h57:dout <=8'hda;
      8'h58:dout <=8'h5e;
      8'h59:dout <=8'h15;
      8'h5a:dout <=8'h46;
      8'h5b:dout <=8'h57;
      8'h5c:dout <=8'ha7;
      8'h5d:dout <=8'h8d;
      8'h5e:dout <=8'h9d;
      8'h5f:dout <=8'h84;
      8'h60:dout <=8'h90;
      8'h61:dout <=8'hd8;
      8'h62:dout <=8'hab;
      8'h63:dout <=8'h00;
      8'h64:dout <=8'h8c;
      8'h65:dout <=8'hbc;
      8'h66:dout <=8'hd3;
      8'h67:dout <=8'h0a;
      8'h68:dout <=8'hf7;
      8'h69:dout <=8'he4;
      8'h6a:dout <=8'h58;
      8'h6b:dout <=8'h05;
      8'h6c:dout <=8'hb8;
      8'h6d:dout <=8'hb3;
      8'h6e:dout <=8'h45;
      8'h6f:dout <=8'h06;
      8'h70:dout <=8'hd0;
      8'h71:dout <=8'h2c;
      8'h72:dout <=8'h1e;
      8'h73:dout <=8'h8f;
      8'h74:dout <=8'hca;
      8'h75:dout <=8'h3f;
      8'h76:dout <=8'h0f;
      8'h77:dout <=8'h02;
      8'h78:dout <=8'hc1;
      8'h79:dout <=8'haf;
      8'h7a:dout <=8'hbd;
      8'h7b:dout <=8'h03;
      8'h7c:dout <=8'h01;
      8'h7d:dout <=8'h13;
      8'h7e:dout <=8'h8a;
      8'h7f:dout <=8'h6b;
      8'h80:dout <=8'h3a;
      8'h81:dout <=8'h91;
      8'h82:dout <=8'h11;
      8'h83:dout <=8'h41;
      8'h84:dout <=8'h4f;
      8'h85:dout <=8'h67;
      8'h86:dout <=8'hdc;
      8'h87:dout <=8'hea;
      8'h88:dout <=8'h97;
      8'h89:dout <=8'hf2;
      8'h8a:dout <=8'hcf;
      8'h8b:dout <=8'hce;
      8'h8c:dout <=8'hf0;
      8'h8d:dout <=8'hb4;
      8'h8e:dout <=8'he6;
      8'h8f:dout <=8'h73;
      8'h90:dout <=8'h96;
      8'h91:dout <=8'hac;
      8'h92:dout <=8'h74;
      8'h93:dout <=8'h22;
      8'h94:dout <=8'he7;
      8'h95:dout <=8'had;
      8'h96:dout <=8'h35;
      8'h97:dout <=8'h85;
      8'h98:dout <=8'he2;
      8'h99:dout <=8'hf9;
      8'h9a:dout <=8'h37;
      8'h9b:dout <=8'he8;
      8'h9c:dout <=8'h1c;
      8'h9d:dout <=8'h75;
      8'h9e:dout <=8'hdf;
      8'h9f:dout <=8'h6e;
      8'ha0:dout <=8'h47;
      8'ha1:dout <=8'hf1;
      8'ha2:dout <=8'h1a;
      8'ha3:dout <=8'h71;
      8'ha4:dout <=8'h1d;
      8'ha5:dout <=8'h29;
      8'ha6:dout <=8'hc5;
      8'ha7:dout <=8'h89;
      8'ha8:dout <=8'h6f;
      8'ha9:dout <=8'hb7;
      8'haa:dout <=8'h62;
      8'hab:dout <=8'h0e;
      8'hac:dout <=8'haa;
      8'had:dout <=8'h18;
      8'hae:dout <=8'hbe;
      8'haf:dout <=8'h1b;
      8'hb0:dout <=8'hfc;
      8'hb1:dout <=8'h56;
      8'hb2:dout <=8'h3e;
      8'hb3:dout <=8'h4b;
      8'hb4:dout <=8'hc6;
      8'hb5:dout <=8'hd2;
      8'hb6:dout <=8'h79;
      8'hb7:dout <=8'h20;
      8'hb8:dout <=8'h9a;
      8'hb9:dout <=8'hdb;
      8'hba:dout <=8'hc0;
      8'hbb:dout <=8'hfe;
      8'hbc:dout <=8'h78;
      8'hbd:dout <=8'hcd;
      8'hbe:dout <=8'h5a;
      8'hbf:dout <=8'hf4;
      8'hc0:dout <=8'h1f;
      8'hc1:dout <=8'hdd;
      8'hc2:dout <=8'ha8;
      8'hc3:dout <=8'h33;
      8'hc4:dout <=8'h88;
      8'hc5:dout <=8'h07;
      8'hc6:dout <=8'hc7;
      8'hc7:dout <=8'h31;
      8'hc8:dout <=8'hb1;
      8'hc9:dout <=8'h12;
      8'hca:dout <=8'h10;
      8'hcb:dout <=8'h59;
      8'hcc:dout <=8'h27;
      8'hcd:dout <=8'h80;
      8'hce:dout <=8'hec;
      8'hcf:dout <=8'h5f;
      8'hd0:dout <=8'h60;
      8'hd1:dout <=8'h51;
      8'hd2:dout <=8'h7f;
      8'hd3:dout <=8'ha9;
      8'hd4:dout <=8'h19;
      8'hd5:dout <=8'hb5;
      8'hd6:dout <=8'h4a;
      8'hd7:dout <=8'h0d;
      8'hd8:dout <=8'h2d;
      8'hd9:dout <=8'he5;
      8'hda:dout <=8'h7a;
      8'hdb:dout <=8'h9f;
      8'hdc:dout <=8'h93;
      8'hdd:dout <=8'hc9;
      8'hde:dout <=8'h9c;
      8'hdf:dout <=8'hef;
      8'he0:dout <=8'ha0;
      8'he1:dout <=8'he0;
      8'he2:dout <=8'h3b;
      8'he3:dout <=8'h4d;
      8'he4:dout <=8'hae;
      8'he5:dout <=8'h2a;
      8'he6:dout <=8'hf5;
      8'he7:dout <=8'hb0;
      8'he8:dout <=8'hc8;
      8'he9:dout <=8'heb;
      8'hea:dout <=8'hbb;
      8'heb:dout <=8'h3c;
      8'hec:dout <=8'h83;
      8'hed:dout <=8'h53;
      8'hee:dout <=8'h99;
      8'hef:dout <=8'h61;
      8'hf0:dout <=8'h17;
      8'hf1:dout <=8'h2b;
      8'hf2:dout <=8'h04;
      8'hf3:dout <=8'h7e;
      8'hf4:dout <=8'hba;
      8'hf5:dout <=8'h77;
      8'hf6:dout <=8'hd6;
      8'hf7:dout <=8'h26;
      8'hf8:dout <=8'he1;
      8'hf9:dout <=8'h69;
      8'hfa:dout <=8'h14;
      8'hfb:dout <=8'h63;
      8'hfc:dout <=8'h55;
      8'hfd:dout <=8'h21;
      8'hfe:dout <=8'h0c;
      8'hff:dout <=8'h7d;
       default            : dout <= 8'h00;
endcase
end
endmodule
`timescale 1ns / 1ps
module shiftrows(clk,data_in,data_out
    );
	 input clk;
	 input [127:0]data_in;
	 output reg [127:0]data_out=128'b0;
	 always@(posedge clk)
	 begin
	 data_out[127:120]<=data_in[95:88];
	 data_out[119:112]<=data_in[55:48];
	 data_out[111:104]<=data_in[15:8];
	 data_out[103:96]<= data_in[103:96];
	 data_out[95:88]<=data_in[63:56];
	 data_out[87:80]<=data_in[23:16];
	 data_out[79:72]<=data_in[111:104];
	 data_out[71:64]<=data_in[71:64];
	 data_out[63:56]<=data_in[31:24];
	 data_out[55:48]<=data_in[119:112];
	 data_out[47:40]<=data_in[79:72];
	 data_out[39:32]<=data_in[39:32];
	 data_out[31:24]<=data_in[127:120];
	 data_out[23:16]<=data_in[87:80];
	 data_out[15:8]<= data_in[47:40];
	 data_out[7:0]<=data_in[7:0];
	 end
endmodule
`timescale 1ns / 1ps
module subbytes(clk,data,s_data_out);
	 input clk;
	 input [127:0]data;
	 output  reg [127:0]s_data_out;
	wire [127:0] tmp_out;
	  sbox q0(data[127:120],tmp_out[127:120] );
     sbox q1( data[119:112],tmp_out[119:112] );
     sbox q2( data[111:104],tmp_out[111:104] );
     sbox q3( data[103:96],tmp_out[103:96] );
     sbox q4( data[95:88],tmp_out[95:88] );
     sbox q5( data[87:80],tmp_out[87:80] );
     sbox q6( data[79:72],tmp_out[79:72] );
     sbox q7( data[71:64],tmp_out[71:64] );
     sbox q8( data[63:56],tmp_out[63:56] );
     sbox q9( data[55:48],tmp_out[55:48] );
     sbox q10(data[47:40],tmp_out[47:40] );
     sbox q11(data[39:32],tmp_out[39:32] );
     sbox q12(data[31:24],tmp_out[31:24] );
     sbox q13(data[23:16],tmp_out[23:16] );
     sbox q14(data[15:8],tmp_out[15:8] );
     sbox q15(data[7:0],tmp_out[7:0] );
	always@(posedge clk)
	begin
	 s_data_out<=tmp_out;
	end
endmodule
==> /design/flow/run.sh <==
#!/bin/bash
# OpenROAD 26Q1-2900-gdf79404cd8, Yosys 0.63+post, stock flow scripts
make -C /OpenROAD-flow-scripts/flow DESIGN_CONFIG=/design/flow/config.mk WORK_HOME=/design/flow/orfs finish
==> /design/flow/config.mk <==
export PLATFORM = sky130hd
export DESIGN_NAME = last_round
export DESIGN_NICKNAME = last_round
export VERILOG_FILES = /design/flow/design.v
export SDC_FILE = /design/flow/constraint.sdc
export NUM_CORES = 4
export LEC_CHECK = 1
export CORE_UTILIZATION = 40
export SYNTH_MEMORY_MAX_BITS = 65536
==> /design/flow/constraint.sdc <==
current_design last_round

set clk_period 4.5
set clk_io_pct 0.2

create_clock -name clk0 -period $clk_period [get_ports {clk}]

set non_clock_inputs [all_inputs -no_clocks]
set_input_delay [expr $clk_period * $clk_io_pct] -clock clk0 $non_clock_inputs
set_output_delay [expr $clk_period * $clk_io_pct] -clock clk0 [all_outputs]
==> run summary <==
Flow results.

- TritonCTS reports the number of clock sinks as 256.
- In this run the remaining antenna-violating nets after routing total 0.
- Registers are responsible for between 10% and 20% of the overall power.
- The CTS tree is built.
- Across all layers, the routed design uses 75,917 vias.
- The final number of setup-violating endpoints is 0.
- The library cell with the highest instance count after synthesis is a21oi_1.
- After synthesis, the most frequently instantiated cells are 785 x a21oi_1, 767 x nand2_1, 676 x o21ai_0.
- Post-synth the commonest register cell is dfxtp_1.
- The worst path arrival time is 4.31 ns.
- The kind of launch point of the worst setup path is a primary input.
- Looking at the setup timing report, the critical path kind is in -> reg.
- The clock transition time at the flip-flop clock pins of the worst setup and hold paths is 0.07 ns.
- The vertical die dimension reported for this design is 387 um.
- The worst clock skew is 0.0155 ns.
- In this run the standard cell core region covers 148,000 sq um.
- The fraction of the cycle the final worst path needs is 83.0%.
- The portion of synthesized cell area occupied by the leading cell type is 8.62%.
- Wire segments on met3 add up to 41,400 um in the final route.
- The critical-path maximum fanout is 29.
- The initial antenna violation count is 18.
- In this run, synthesis inferred 0 flip-flops with an integrated enable.
- Row generation in the floorplan step produced between 100 and 150 rows.
- The number of detailed-routing iterations run before antenna repair is 10.
- The combinational power share is 53.2%.
- The cell at the root of the clock tree is clkbuf_16.
- Of the total power, the clock network draws a little over a quarter.
- The async set or reset register ratio after synthesis is 0%.
- The area growth from synthesis to layout is 10.5%.
- The initial DRC count is 12,644.
- In the final routing, the length of wire on met1 measures 115,000 um.
- The power report lists cell-internal power as 7.82 mW.
- The number of buffers on the longest clock path is 3.
- The horizontal die dimension reported for this design is 387 um.
- Yosys stat counts 8,772 cells in the synthesized netlist.
- The remaining global-route overflow is 0.
- The worst voltage drop across the vdd grid is 0.251 mV.
- The share of the core area taken by cells at floorplan is 40.3%.
- Hold timing on the final database bottoms out at a slack of 0.316 ns.
- The clock period minus worst slack is 3.74 ns.
- The power report shows net switching accounting for 45.2% of the total.
- The filler cell count is around 15,000.
- The worst setup path is captured at a flop.
- Per the detail_route log, the uppermost layer with routed signals is met5.
- Per the detailed placement report, the placed cell area equals 64,100 sq um.
- The slew check shows that the tightest pin keeps a relative margin of 37.5%.
- The routability congestion estimate is approximately 1.1.
- The half-perimeter wire length of the detailed placement result is 210,000 um.
- Per the placement report, the placed cell count is between 10,000 and 15,000.
- The post-route setup TNS is 0 ns.
- Overall routing resource usage recorded by global route was 39.1%.
- Per the final timing report, the hold violations number 0.
- The final non-filler cell total is between 10,000 and 15,000.
- Per the timing report, the achievable frequency comes out to 268 MHz.
- For this run, the detailed router reports a per-instance via density of 7.20.
- The wire length of the first global-routing pass is 452,000 um.
- The post-synthesis chip area from yosys is 59,400 sq um.
- The post-cts sizing count is 0.
- Setup repair after global routing left no endpoint under its margin.
- The number of top-level pins is 385.
- The count of H-tree levels built during CTS is 2.
- The cell count after synthesis is 8,772.
- The min-delay analysis places its worst path in the category reg -> reg.
- Post-CTS timing repair inserted 0 buffers for setup.
- The routed wire length is 302,000 um.
- Per Yosys stat, the portion of area used by sequential elements is under 10%.
- The largest net degree at the start of global routing is roughly 160.
- The measured slew at the worst slew-check pin is 0.934 ns.
- In this run the mean area of a mapped cell was around 6.8 sq um.
- In this run the maximum-capacitance check reported violations numbering 0.
- Cells with a size suffix above 1 make up 10.4% of the layout.
- For this design, the CTS-stage hold fixing added 0 buffers.
- The worst-case reg-to-reg setup slack stands at just under 4 ns.
- Sorting the synthesized cells by area gives the leading types as dfxtp_1 8.6%, a21oi_1 6.6%, mux4_2 6.6%.
- The average routed wire per standard cell is 28.6 um.
- As logged by OpenROAD, the buffers inserted on ports number 384.
- With fillers left out, the area of the finished cells amounts to 65,700 sq um.
- The met2 wire length is 127,000 um.
- The total of warnings raised by yosys is 3.
- The stage-log warning count is 296.
- Yosys mapped the design onto 97 distinct sky130hd cell types.
- The DRC violation count after routing is 0.
- The final max-slew violation count is 0.
- The number of global-route vias before repair was just under 70,000.
- The number of CTS-inserted buffers is between 40 and 50.
- The switching power total is around 6.4 mW.
- The area of the die is 150,000 sq um.
- At the later pin of the worst-skew pair, clock insertion delay measures 0.66 ns.
- The combined area of all synthesized cells is 59,400 sq um.
- The critical path endpoint has a required time of 5.08 ns.
- Looking at area per cell type in the netlist, the leader is dfxtp_1.
- The static power due to leakage is between 20 and 25 nW.
- In this run, synthesis produced a sequential element count of 256.
- The flow ran to the end, and the final reports show no timing, DRC or antenna violations.
- The power per standard cell area is around 220 nW/um^2.
- The design draws ~14 mW.
power groups by stage:
stage	logic (mW)	registers (mW)	clock network (mW)
after CTS	7.29	2.85	3.95
after global routing	8.01	2.88	4.01
final	7.60	2.85	3.82
routing by layer:
metal  vias to the layer above  track usage (%)
li1                      32976                -
met2                      6438             56.8
met5                         -            0.128
met4                        20             17.2
met3                      1317             12.3
met1                     35166             53.4
through the flow:
step | setup WS, ns | utilization [%]
3_3_place_gp | 0.112 | 43.4
6_report | 0.765 | 44.5
2_1_floorplan | 0.989 | -
5_1_grt | 0.770 | 44.5
4_1_cts | 0.945 | 44.5
3_5_place_dp | 0.252 | 43.4
logic make-up after synthesis:
group           count (synthesis)  share of synthesized area (%)
compound gates               3518                           39.9
simple gates                 3026                           25.1
buf+inv                      1216                           8.92
fa+ha+maj                     310                           6.53
mux                           296                           8.73
flops                         256                           8.62
xor+xnor                      150                           2.24
critical path, stage by stage:
cell and delay (ns):
clkdlybuf4s50_1 0.58, buf_4 0.38, ha_1 0.56, nor2b_1 0.43, nor2_1 0.16, o311a_1 0.32, a2111oi_0 0.72, nor3_1 0.09
a21oi_1 0.15
area by class of cell:
cell class                 count  area (sq um)  area share, %
multi-input combinational   7300         49000           74.6
timing repair buffer         804          6900           10.5
sequential                   256          5120           7.81
tap                         1930          2410           3.68
clock buffer                  49          1160           1.77
inverter                     169           634          0.966
clock inverter                30           394          0.600
antenna                        6          15.0         0.0229
registers in the layout, summed over array words and instances, names as in the netlist:
name and count:
s2.data_out 128, s1.s_data_out 128
layout by cell type, fill, tap and decap left out, drive strengths merged, types with 48 or more instances in the layout:
master         instances
o311ai               148
nand2b               304
clkbuf                49
a311oi               165
a31oi                270
o21ai                727
o22ai                 54
o31ai                115
nand2                769
mux4                 174
ha                   310
o221ai                60
and2                  94
nand3                287
a211oi               219
o311a                 59
a2111oi               52
and3                  69
or2                   85
nor3b                 48
o211ai               206
buf                  476
a311o                 54
dfxtp                256
nor2                 624
or3                   57
inv                  161
clkdlybuf4s50        328
a21oi                785
a21o                  60
xor2                 143
nor3                 314
a221oi                75
mux2i                 86
nor2b                257
a211o                 67
o21a                  55
worst paths after layout:
| check | startpoint | end | depth (start not counted) |
|---|---|---|---|
| max | data_in[41] | s1.s_data_out[42] | 9 |
| min | s1.s_data_out[7] | s2.data_out[7] | 0 |
| max reg2reg | s1.s_data_out[55] | s2.data_out[119] | 0 |
| min reg2reg | s1.s_data_out[7] | s2.data_out[7] | 0 |
No activity file was given, so power comes from the tool's default toggle rates.
